==> design/flow/design.v <==
module Botton(
    input wire clk,
    input wire ButtonIniciar,
    input wire ButtonReset,
    input wire ButtonContar,
    input wire ButtonPausar,
    input wire ButtonParar,
    output reg [2:0] state
);
    reg [2:0] Estado;
    reg ButtonReset_prev, ButtonContar_prev, ButtonPausar_prev, ButtonParar_prev;
    always @(posedge clk) begin
		 if(ButtonIniciar == 1) begin
			  if (ButtonReset && !ButtonReset_prev) begin
					Estado <= 3'b001;
			  end
			  else if (ButtonContar && !ButtonContar_prev) begin
					Estado <= 3'b010;
			  end
			  else if (ButtonPausar && !ButtonPausar_prev) begin
					Estado <= 3'b011;
			  end
			  else if (ButtonParar && !ButtonParar_prev) begin
					Estado <= 3'b100;
			  end
			  ButtonReset_prev <= ButtonReset;
			  ButtonContar_prev <= ButtonContar;
			  ButtonPausar_prev <= ButtonPausar;
			  ButtonParar_prev <= ButtonParar;
			  state <= Estado;
	    end
    end
endmodule
module Display7(
    input wire [3:0] centena,
    input wire [3:0] dezena,
    input wire [3:0] unidade,
    input wire [3:0] decimo,
    output reg [6:0] segCentena,
    output reg [6:0] segDezena,
    output reg [6:0] segUnidade,
    output reg [6:0] segDecimo,
    input wire displayativo
);
always @(*) begin
    if (displayativo == 1) begin
        case (decimo)
            4'b0000: segDecimo = 7'b1000000;  
            4'b0001: segDecimo = 7'b1111001;  
            4'b0010: segDecimo = 7'b0100100;  
            4'b0011: segDecimo = 7'b0110000;  
            4'b0100: segDecimo = 7'b0011001;  
            4'b0101: segDecimo = 7'b0010010;  
            4'b0110: segDecimo = 7'b0000010;  
            4'b0111: segDecimo = 7'b1111000;  
            4'b1000: segDecimo = 7'b0000000;  
            4'b1001: segDecimo = 7'b0010000;  
            default: segDecimo = 7'b1111111;  
        endcase
        case (unidade)
            4'b0000: segUnidade = 7'b1000000;  
            4'b0001: segUnidade = 7'b1111001;  
            4'b0010: segUnidade = 7'b0100100;  
            4'b0011: segUnidade = 7'b0110000;  
            4'b0100: segUnidade = 7'b0011001;  
            4'b0101: segUnidade = 7'b0010010;  
            4'b0110: segUnidade = 7'b0000010;  
            4'b0111: segUnidade = 7'b1111000;  
            4'b1000: segUnidade = 7'b0000000;  
            4'b1001: segUnidade = 7'b0010000;  
            default: segUnidade = 7'b1111111;  
        endcase
        case (dezena)
				4'b0000: segDezena = 7'b1000000;  
            4'b0001: segDezena = 7'b1111001;  
            4'b0010: segDezena = 7'b0100100;  
            4'b0011: segDezena = 7'b0110000;  
            4'b0100: segDezena = 7'b0011001;  
            4'b0101: segDezena = 7'b0010010;  
            4'b0110: segDezena = 7'b0000010;  
            4'b0111: segDezena = 7'b1111000;  
            4'b1000: segDezena = 7'b0000000;  
            4'b1001: segDezena = 7'b0010000;  
            default: segDezena = 7'b1111111;  
        endcase
        case (centena)
            4'b0000: segCentena = 7'b1000000;  
            4'b0001: segCentena = 7'b1111001;  
            4'b0010: segCentena = 7'b0100100;  
            4'b0011: segCentena = 7'b0110000;  
            4'b0100: segCentena = 7'b0011001;  
            4'b0101: segCentena = 7'b0010010;  
            4'b0110: segCentena = 7'b0000010;  
            4'b0111: segCentena = 7'b1111000;  
            4'b1000: segCentena = 7'b0000000;  
            4'b1001: segCentena = 7'b0010000;  
            default: segCentena = 7'b1111111;  
        endcase
    end  
end
endmodule
module Main(
    input wire clk,
    input wire ButtonIniciar,
    input wire ButtonReset,
    input wire ButtonContar,
    input wire ButtonPausar,
    input wire ButtonParar,
    output wire [6:0] segCentena,
    output wire [6:0] segDezena,
    output wire [6:0] segUnidade,
    output wire [6:0] segDecimo
);
reg [31:0] Contador1 = 0;
reg [3:0] Centena = 0;
reg [3:0] Dezena = 0;
reg [3:0] Unidade = 0;
reg [3:0] Decimo = 0;
reg Ativo = 0;         
reg Display = 0;       
wire [2:0] Estado;
Botton botao (
    .clk(clk),
    .ButtonIniciar(ButtonIniciar),
    .ButtonReset(ButtonReset),
    .ButtonContar(ButtonContar),
    .ButtonPausar(ButtonPausar),
    .ButtonParar(ButtonParar),
    .state(Estado)
);
always @(posedge clk) begin
    if(ButtonIniciar == 1) begin
        case (Estado)
            3'b001: begin  
                Contador1 <= 0;
                Centena <= 0;
                Dezena <= 0;
                Unidade <= 0;
                Decimo <= 0;
                Ativo <= 0;
                Display <= 1;
            end
            3'b010: begin  
                Ativo <= 1;
                Display <= 1;
            end
            3'b011: begin  
                Ativo <= 1;
                Display <= 0;
            end
            3'b100: begin  
                Ativo <= 0;
                Display <= 0;
            end
        endcase
    end
    if (Ativo == 1) begin  
        Contador1 <= Contador1 + 1;
        if (Contador1 == 5000000) begin
            Contador1 <= 0;
            Decimo <= Decimo + 1;
            if (Decimo == 9) begin
                Decimo <= 0;
                Unidade <= Unidade + 1;
                if (Unidade == 9) begin
                    Unidade <= 0;
                    Dezena <= Dezena + 1;
                    if (Dezena == 9) begin
                        Dezena <= 0;
                        Centena <= Centena + 1;
                    end
                end
            end
        end
    end
end
Display7 display (
    .centena(Centena),
    .dezena(Dezena),
    .unidade(Unidade),
    .decimo(Decimo),
    .segCentena(segCentena),
    .segDezena(segDezena),
    .segUnidade(segUnidade),
    .segDecimo(segDecimo),
    .displayativo(Display)
);
endmodule
==> design/flow/run.sh <==
#!/bin/bash
# OpenROAD 26Q1-2900-gdf79404cd8, Yosys 0.63+post, stock flow scripts
make -C /OpenROAD-flow-scripts/flow DESIGN_CONFIG=/design/flow/config.mk WORK_HOME=/design/flow/orfs finish
==> design/flow/config.mk <==
export PLATFORM = sky130hd
export DESIGN_NAME = Main
export DESIGN_NICKNAME = Main
export VERILOG_FILES = /design/flow/design.v
export SDC_FILE = /design/flow/constraint.sdc
export NUM_CORES = 4
export LEC_CHECK = 1
export CORE_UTILIZATION = 40
==> design/flow/constraint.sdc <==
current_design Main

set clk_period 4.7
set clk_io_pct 0.2

create_clock -name clk0 -period $clk_period [get_ports {clk}]

set non_clock_inputs [all_inputs -no_clocks]
set_input_delay [expr $clk_period * $clk_io_pct] -clock clk0 $non_clock_inputs
set_output_delay [expr $clk_period * $clk_io_pct] -clock clk0 [all_outputs]
==> run notes <==
Implementation results are summarized by area below.

Power and ir drop
The leakage component of the power was reported as 1.86 nW. The design draws ~1.4 mW. The share of total power in combinational logic is 11.8%. The power per standard cell area is ~280 nW/um^2. The fraction of power spent switching nets is 23.6%.

The power spent charging and discharging nets is 0.329 mW. The internal power contribution is 1.06 mW. The maximum resistive drop on vdd is roughly 130 uV. Per report_power, the clock group accounts for between 30% and 40% of the total. The register share of total power is 50.8%.

Route
The script parses the final routing iteration and logs DRC violations as 0. The total via count in the routed design is 3,087. The final antenna diode tally reported by the flow is 0. The initial detailed-routing violation count is about 160. For this sky-water flow run, the detailed-routed wirelength per cell is reported as 11.6 um. The count of nets left with antenna violations once routing finished came out at 0. The routed design shows a via density per instance of roughly 5.0. The routed design has 7220 um of wire. The first detailed-routing pass took 4 iterations.

Clock tree
TritonCTS built the clock tree. The total number of H-tree levels is 3. The tree is rooted in a clkbuf_8. The clock transition time at the flip-flop clock pins of the worst setup and hold paths is 70 ps. CTS reports a maximum clock tree buffer depth of 2. Looking at the post-CTS report, the setup buffer insertion count equals 0.

In this run, post-CTS hold repair placed 0 buffers. In this run, CTS created clock tree buffers numbering 9. The skew report gives the latency at the later pin of the worst-skew pair as 330 ps. The report lists the number of cells resized after CTS as 0.

Cells and area
The number of fillers in the final layout is 971. The finished layout holds 621 standard cells, fillers aside. The finished layout reports a core utilization of between 40% and 50%.

The layout stage reports a final design area of 4950 um^2. The share of cells above drive strength 1 is ~8.9%. Per the run report, area growth between synthesis and finish was 15.6%.

Setup path
STA classifies the critical path startpoint as a primary input. The critical path goes through clkdlybuf4s50_1, nand3_1, nand2_1, buf_4. The critical path maximum fanout is 32.

The delay of the slowest cell on the worst path is 710 ps. The kind of critical path is primary input to flop. The gate family responsible for the most delay along the worst path is buffers and inverters. The arrival time reported for the critical path endpoint is 2820 ps. The endpoint of the lowest-slack register-to-register path is Contador1[26]. The report puts the cell count of the worst reg-to-reg path at 6. The buffering stage count on the worst path with inverters included is 2. The startpoint of the worst register-to-register path is Contador1[0].

The data required time at the worst endpoint is 4680 ps. The worst setup path is captured at a flop. For this design, the slowest cell found on the critical path is clkdlybuf4s50_1. The slack of the worst reg-to-reg path is 2550 ps.

Synth
Multiplexer cells account for 0.935% of the synthesized area. The average cell area after synthesis is 9.49 um^2. The post-synthesis cell count from yosys is about 450. The count of yosys warnings during synthesis is 3. In this run, distinct cell masters in the synthesized netlist total 50. The cell area after synthesis is 4280 um^2.

The dominant non-sequential cell family after synthesis is simple AND/OR/NAND/NOR gates. The flip-flop and latch count after synthesis is 88. The fraction of registers with async set/reset is 0%.

The synthesized netlist devotes 24.9% of its cell area to simple gates. The prevailing post-synth register cell is edfxtp_1. The count of flip-flops with a built-in enable after synthesis is 44. The chip area line in the Yosys stat output reads 4280 um^2. The fraction of the mapped netlist area in adder cells is 6.43%. The cell-mix breakdown from Yosys lists the XOR/XNOR area share as 6.14%. Per the synthesis report, the AND-OR/OR-AND share of the synthesized area is 9.41%. The instance count of the mapped netlist is 451.

STA
The headroom to the max-slew limit is 55.3%. The final sum of negative setup slack is 0 ps. The minimum clock period after layout is 2830 ps. Across all hold checks on the routed design, the worst slack comes to 421 ps. Per the final report, max-transition violations number 0. The share of the clock period used by the worst path after layout is 60.3%. Endpoints with negative setup slack in the final report add up to 0. Setup slack on the critical path of the routed design comes to 1870 ps. For reference, the final report shows the hold violation count at 0. Setup repair after global routing left no endpoint under its margin.

The timer found 28 register pins that no clock reaches; their paths are not timed. The pin closest to its max-slew limit shows a slew of 671 ps. Static timing analysis puts the maximum clock frequency at roughly 350 MHz. 56 endpoints have no timing constraint. The final clock skew is 5.17 ps.

Floorplanning
The chip width is 105 um. The standard cell core area is 10,400 um^2. 34 I/O pins were placed. The height of the die is 105 um. The die covers 11,100 um^2.

The share of the core filled by cells before placement is 41.3%. After floorplanning, the core was divided into 37 placement rows.

Global route
Recorded from the global router log, the overflow total was 0. The number of antenna violations at the first check in global routing came to 0. The maximum number of pins on one net before global-route repair is 33. The first global-routing pass estimated 12,600 um of wire. Summed over all routing layers, the global router reports a total usage of 14.2%. The number of global-route vias before repair is 2,805.

Job
Summing over the stages, the warning tally comes to 42. The number of max-capacitance violations reported is 0.

Min path
The startpoint of the tightest hold check path is botao.Estado[0]. STA reports the tightest min-delay check as being of type flop to flop. Along the worst hold path, the cell count comes to 0.

The endpoint of the worst hold path is reported as botao.state[0].

Placement
In the placement report, post-DP HPWL is listed as 4990 um. The placement-stage cell area is 4720 um^2. The port buffer count is 33. The detailed placer reported the number of placed instances as 605. The congestion estimate from routability-driven global placement came to 0.807. The pre-CTS setup slack is 1490 ps.

Run status
The run finished with clean final reports.
-- how the worst max path moves through the flow --
| stage | from | to | depth (start not counted) |
|---|---|---|---|
| after CTS | ButtonIniciar | Contador1[15] | 4 |
| after global routing | ButtonIniciar | Contador1[29] | 4 |
| final | ButtonIniciar | Contador1[29] | 4 |
-- cell usage after synthesis, types with 5 or more instances --
| master | instances | share of area, % |
|---|---|---|
| nor2_1 | 47 | 4.1 |
| nand2_1 | 45 | 3.9 |
| edfxtp_1 | 44 | 31 |
| dlxtp_1 | 28 | 9.8 |
| o21ai_0 | 27 | 3.2 |
| a21oi_1 | 26 | 3.0 |
| inv_1 | 25 | 2.2 |
| ha_1 | 22 | 6.4 |
| xnor2_1 | 20 | 4.1 |
| nand3_1 | 19 | 2.2 |
| dfxtp_1 | 16 | 7.5 |
| clkbuf_1 | 11 | 0.96 |
| nor4_1 | 10 | 1.5 |
| xor2_1 | 10 | 2.0 |
| nor3_1 | 8 | 0.94 |
| nand2b_1 | 7 | 1.0 |
| nand4_1 | 7 | 1.0 |
| or2_2 | 7 | 1.0 |
| and2_1 | 6 | 0.88 |
| nand3b_1 | 6 | 1.1 |
| and3_1 | 5 | 0.73 |
| and4_1 | 5 | 1.0 |
-- registers in the layout, indices dropped and copies added, names as in the netlist --
register	count
Contador1	32
display.segCentena	7
display.segDecimo	7
display.segDezena	7
display.segUnidade	7
Centena	4
Decimo	4
Dezena	4
Unidade	4
botao.Estado	3
botao.state	3
Ativo	1
Display	1
botao.ButtonContar_prev	1
botao.ButtonParar_prev	1
botao.ButtonPausar_prev	1
botao.ButtonReset_prev	1
-- placed cells by master (no fill, tap or decap), types with 5 or more instances in the layout --
cell / count
and4_1: 5
dlxtp_1: 28
clkdlybuf4s50_1: 33
or2_2: 7
nor3_1: 8
a21oi_1: 26
inv_1: 25
nor4_1: 10
nor2_1: 47
ha_1: 22
and2_1: 6
xor2_1: 10
nand3_1: 19
nand4_1: 7
nand2b_1: 7
nand3b_1: 6
xnor2_1: 20
and3_1: 5
clkbuf_8: 11
o21ai_0: 27
dfxtp_1: 16
edfxtp_1: 44
nand2_1: 45
-- logic make-up after synthesis --
kind of cell / Yosys count
buf+inv: 42
mux: 4
fa+ha+maj: 22
xor+xnor: 30
flops: 60
compound gates: 71
simple gates: 194
latches: 28
-- power by group through the flow --
stage,Clock (mW),Sequential [mW],Combinational (mW)
after CTS,0.534,0.708,0.167
after global routing,0.558,0.718,0.189
final,0.520,0.707,0.165
-- per-layer routing --
| layer | global-route usage (%) | wire, um |
|---|---|---|
| met5 | 0 | 0 |
| met3 | 2.08 | 206 |
| met1 | 22.9 | 3810 |
| met2 | 21.8 | 3110 |
| met4 | 1.71 | 95 |
-- layout make-up --
cell class	count	area (um^2)	area share [%]
Sequential cell	88	2060	41.7
Multi-Input combinational cell	321	2050	41.5
Timing Repair Buffer	35	345	6.98
Tap cell	136	170	3.44
Inverter	25	93.8	1.90
Clock buffer	11	151	3.06
Clock inverter	5	73.8	1.49
Power figures rest on the tool's default switching activity, not on a simulated workload.
